File: design.v
module Address_Mapping(
    input [31:0] addr_in,
    output [31:0] addr_out
);
    assign addr_out = (addr_in - 1024) >> 2;
endmodule
module Data_Memory(
    input clk,
    input [31:0] addr,
    input [31:0] write_val,
    input MEM_R_EN,
    input MEM_W_EN,
    output [31:0] read_val
);
    reg [31:0] memory [0:63];
    assign read_val = (MEM_R_EN) ? memory[addr] : 32'b0;
    always @(posedge clk) begin        
        if(MEM_W_EN)
            memory[addr] <= write_val;
    end
endmodule
module MEM_Stage(
        input clk,
        input MEM_R_EN_in,
        input MEM_W_EN_in,
        input [31:0] ALU_result_in,
        input [31:0] ST_val,
        output [31:0] Mem_read_value
);
    wire [31:0] mem_addr;
    Address_Mapping address_mapping(
            .addr_in(ALU_result_in),
            .addr_out(mem_addr)
    );
    Data_Memory data_memory(
            .clk(clk),
            .addr(mem_addr),
            .write_val(ST_val),
            .MEM_R_EN(MEM_R_EN_in),
            .MEM_W_EN(MEM_W_EN_in),
            .read_val(Mem_read_value)
    );
endmodule
File: run.sh
#!/bin/bash
# OpenROAD 26Q1-2900-gdf79404cd8, Yosys 0.63+post, stock flow scripts
make -C /OpenROAD-flow-scripts/flow DESIGN_CONFIG=/design/flow/config.mk WORK_HOME=/design/flow/orfs finish
File: config.mk
export PLATFORM = sky130hd
export DESIGN_NAME = MEM_Stage
export DESIGN_NICKNAME = MEM_Stage
export VERILOG_FILES = /design/flow/design.v
export SDC_FILE = /design/flow/constraint.sdc
export NUM_CORES = 4
export LEC_CHECK = 1
export CORE_UTILIZATION = 30
File: constraint.sdc
current_design MEM_Stage

set clk_period 54.2
set clk_io_pct 0.2

create_clock -name clk0 -period $clk_period [get_ports {clk}]

set non_clock_inputs [all_inputs -no_clocks]
set_input_delay [expr $clk_period * $clk_io_pct] -clock clk0 $non_clock_inputs
set_output_delay [expr $clk_period * $clk_io_pct] -clock clk0 [all_outputs]
==> out/metrics.cfg <==
[status]
status = finished, final reports clean

[grt]
grt_max_degree = 106
antenna_found_initial = 14
overflow = 0
use_met3 = 0.148
grt.total_usage = 0.183
grt_pass1_vias = 46200
grt_use_met2 = 0.269
grt-busiest-layer = met2
grtUsageMet1 = 0.193
grt_pass1_wl_um = 323000

[clock_tree]
clk_pin_slew_worst_paths_ps = 60
hold_buffers = 0
cts_buffer_depth = 3
cts.htree.levels = 4
post-cts-setup-buffers = 0
clock-root-buffer = clkbuf_16
cts_buffers = 199
cts_num_sinks = 2048
cts_resized = 0
cts_tree = yes

[logic_synthesis]
yosys_area_sq_um = 78000
top_area_frac = 0.788
top_cells_by_count = edfxtp_1 (2,048), a22oi_1 (311), a221oi_1 (297), nor2_1 (238), o21ai_0 (181)
syn_area_per_cell_sq_um = 17.7
flop_cell = edfxtp_1
synth_warnings = 1
synth_area_sq_um = 78000
async_flop_share = 0
synth_flops = 2048
top_area_cell = edfxtp_1
synth_cell_types = 59
yosys-stat-cells = 4398
area_leaders = edfxtp_1 (79%), a221oi_1 (3.3%), a22oi_1 (3.0%)
synthCells = 4398
ys_seq_frac = 0.788
edf_count = 2048
synth.most_common_cell = edfxtp_1

[finish]
drive_gt1_frac = 0.152
multiInputGateArea_sq_um = 15500
area_growth_syn_to_layout_pct = 14.6
top_regs = data_memory.memory: 2048 flops
largest_register_ff_count = 2048
largest-register = data_memory.memory
nFillCells = 23400
regArea_sq_um = 61500

[drt]
routed_wl_um = 227000
drt_pass1_iterations = 6
drt_iter0_drc = 3251
wl_per_cell_um = 28.1
via_per_inst = 5.43
ant_nets = 0
dr_total_vias = 43900
route.detailed.drc = 0

[sta]
hold_violations = 0
slew_violations = 0
grt_setup_unrepaired = false
relSlewSlack = 0.378
finalClockPeriodUsage = 0.486
tightest_slew_ps = 931
fin_setup_tns_ps = 0
max_freq_ghz = 0.0380
setup_viol = 0
post-route-min-period_ps = 26330

[placed_design]
io_buffers = 72
finalWeightedCongestion = 0.878
dp_hpwl_um = 130000

[job]
tool_warnings = 55
drv_cap = 0

[worst_setup_path]
critPathLaunch = ALU_result_in[2]
slowest_delay_ps = 650
crit_type = in2out
cp_common_cell = buf_4
crit_required_ps = 43360
critical_path_peak_fanout = 51
cp_slowest_cell = buf_4
critPathCapture = Mem_read_value[1]
crit_path_end_kind = primary output
start_kind = primary input
path_cells = buf_8 > and2_4 > buf_4 > buf_4 > buf_4 > a22oi_1 > o221ai_1 > o21ai_0 > nand4_1 > o31a_1 > clkdlybuf4s50_1
crit_arrival_ps = 15490

[die]
dieArea_sq_um = 262000
fp.dieH_um = 512
ioPinCount = 99
rows = 186
die-width_um = 512
coreArea_sq_um = 258000
fp_util = 0.303

[worst_hold_path]
hold_path.class = in2reg
whs_path_depth = 2

[power]
power.density_nw_per_um2 = 36.2
swShare = 0.219
p_comb_frac = 0.053
vdd_drop_max_v = 0.0000288
p_int_mw = 2.53
p_sw_uw = 708
seqPwrFrac = 0.543
power_leakage_nw = 27.1
clkPwrFrac = 0.404
p_total_mw = 3.23

through the flow:
stage | cell area [sq um] | setup slack, ps | util | cells | hold slack, ps
floorplan | 78000 | 30940 | - | 4398 | 10940
global placement | 83200 | 27850 | 0.323 | 7709 | 11490
detailed placement | 83200 | 27810 | 0.323 | 7709 | 11510
CTS | 89400 | 27780 | 0.347 | 8073 | 10590
global route | 89400 | 27590 | 0.347 | 8074 | 10640
finish | 89400 | 27870 | 0.347 | 8076 | 10620
power groups by stage:
stage / clock [mW] / combinational, mW / sequential, mW
4_1_cts: 1.33 / 0.172 / 1.76
5_1_grt: 1.39 / 0.184 / 1.76
6_report: 1.31 / 0.172 / 1.76
cells by family (layout without fill, tap and decap cells):
kind of cell,after synthesis,count (layout),synth area share
DFF,2048,2048,0.788
AOI/OAI and AO/OA,1239,1239,0.116
and+or+nand+nor,504,504,0.0281
buffers and inverters,337,628,0.0209
muxes,270,270,0.0462
other,0,3,0
per-layer routing:
metal  wire length, um  part of all wire
met1             72100              0.32
met2            103000              0.45
met3             40000              0.18
met4             11200             0.049
met5               635            0.0028
final cells by class:
class	count	share of cell area
clock inverters	121	0.0114
clock buffers	243	0.0575
multi-input cells	2013	0.173
repair buffers	261	0.0226
diodes	3	0.0000840
inverters	3	0.000210
flip-flops and latches	2048	0.688
well taps	3384	0.0474
critical path: cells and delay by family:
kind,cells,cell delay [ps]
buffers and inverters,5,2800
AND-OR/OR-AND,4,980
AND/OR/NAND/NOR,2,720
placed cells by master (no fill, tap or decap), types with 72 or more instances in the layout:
cell type and n:
mux2i_1 132, nand2_1 112, buf_4 186, a21oi_1 110, o22ai_1 113, a221oi_1 297, a22oi_1 311, clkbuf_16 199
nand3_1 72, nor2_1 172, edfxtp_1 2048, o21ai_0 181
worst min path at each step:
stage                 startpoint                                  end  slack [ps]
after CTS              ST_val[2]  data_memory.memory[60][2]$_DFFE_PP_       10590
final                  ST_val[2]  data_memory.memory[60][2]$_DFFE_PP_       10620
after global routing   ST_val[2]  data_memory.memory[60][2]$_DFFE_PP_       10640
Power figures rest on the tool's default switching activity, not on a simulated workload.
