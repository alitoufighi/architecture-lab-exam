==> design.v <==
module IF_Stage (
    input clk,
    input rst,
    input freeze,
    input Br_taken,
    input [31:0] Br_Addr,
    output [31:0] PC_inc,
    output [31:0] Instruction
);
    reg [31:0] PC;
    assign PC_inc = PC + 4;
    Instruction_mem instruction_memory(
            .addr(PC),
            .out(Instruction)
    );
    always @(posedge clk, posedge rst) begin
        if(rst)
            PC <= 32'b0;
        else begin
            if(Br_taken)
                PC <= Br_Addr;
            else if(freeze)
                PC <= PC;
            else begin
                PC <= PC_inc;
            end
        end
    end
endmodule
module Instruction_mem(
    input[31:0] addr,
    output[31:0] out
);
    wire[31:0] instruction_mem[0: 1023];
    wire[31:0] shifted_address;
    assign shifted_address     = {2'b0, addr[31:2]};
    assign instruction_mem[0 ] = 32'b000000_00000_00000_00000_00000000000; 
    assign instruction_mem[1 ] = 32'b100000_00000_00001_0000100000101001;  
    assign instruction_mem[2 ] = 32'b100000_00000_00010_0000000100001001;  
    assign instruction_mem[3 ] = 32'b000000_00000_00000_00000_00000000000; 
    assign instruction_mem[4 ] = 32'b000000_00000_00000_00000_00000000000; 
    assign instruction_mem[5 ] = 32'b000000_00000_00000_00000_00000000000; 
    assign instruction_mem[6 ] = 32'b111111_00001_00010_0000000000000000;  
    assign instruction_mem[7 ] = 32'b000000_00000_00000_00000_00000000000; 
    assign instruction_mem[8 ] = 32'b000000_00000_00000_00000_00000000000; 
    assign instruction_mem[9 ] = 32'b000001_00001_00001_00011_00000000000; 
    assign out                 = instruction_mem[shifted_address];
endmodule
==> run.sh <==
#!/bin/bash
# OpenROAD 26Q1-2900-gdf79404cd8, Yosys 0.63+post, stock flow scripts
make -C /OpenROAD-flow-scripts/flow DESIGN_CONFIG=/design/flow/config.mk WORK_HOME=/design/flow/orfs finish
==> config.mk <==
export PLATFORM = sky130hd
export DESIGN_NAME = IF_Stage
export DESIGN_NICKNAME = IF_Stage
export VERILOG_FILES = /design/flow/design.v
export SDC_FILE = /design/flow/constraint.sdc
export NUM_CORES = 4
export LEC_CHECK = 1
export CORE_UTILIZATION = 40
==> constraint.sdc <==
current_design IF_Stage

set clk_period 8.9
set clk_io_pct 0.2

create_clock -name clk0 -period $clk_period [get_ports {clk}]

set non_clock_inputs [all_inputs -no_clocks]
set_input_delay [expr $clk_period * $clk_io_pct] -clock clk0 $non_clock_inputs
set_output_delay [expr $clk_period * $clk_io_pct] -clock clk0 [all_outputs]
==> qor_table.md <==
| Quantity | Reported | Unit |
|---|---|---|
| Relative contribution of sequential cells to total power | 0.456 | - |
| Maximum number of pins on one net before global-route repair | 46 | - |
| Register bit total from synthesis | 32 | - |
| Area share of the largest cell type after synthesis | 0.298 | - |
| Total count of max-transition violations in the final report | 0 | - |
| Global-route usage over all layers | 0.189 | - |
| Post-Syn Area per Cell | 8.12 | um^2 |
| Internal power consumption | 0.000290 | W |
| Final worst slack | 4220 | ps |
| Post-placement setup slack | 4500 | ps |
| Filler cells | 604 | - |
| First DRT Iteration DRCs | 130 | - |
| Avg Vias per Cell | 5.23 | - |
| Clock-pin slew on the worst setup and hold paths | 70 | ps |
| Num CTS Buffers | 5 | - |
| Post-synthesis cell type with the largest combined area | sky130_fd_sc_hd__dfrtp_1 | - |
| Final-report hold violation count | 0 | - |
| Die extent in x | 84.0 | um |
| Share of post-route cells with drive strength above 1 | 0.0538 | - |
| Most common cell in the synthesized netlist | sky130_fd_sc_hd__nand2_1 | - |
| Post-route design area | 3470 | um^2 |
| Data arrival time of the worst path | 2900 | ps |
| Die H | 84.0 | um |
| Via count of the first global-routing pass | 2,262 | - |
| Startpoint types | flop | - |
| Number of antenna cells inserted | 0 | - |
| Highest net fanout along the worst path | 21 | - |
| Clock Tree Buf Depth | 2 | - |
| Utilization of the core after routing | 0.540 | - |
| Area taken by flip-flops and latches | 801 | um^2 |
| Biggest registers after layout | PC x32 | - |
| Post-route fraction of the period consumed by the critical path | 0.526 | - |
| Clock insertion delay at the later pin of the skew report | 280 | ps |
| Ys cells | 331 | - |
| Floorplan utilization | 0.419 | - |
| Outcome | finished with violations | - |
| Most flop-heavy register | PC | - |
| Worst IR drop on VDD | 0.0000771 | V |
| Net switching component of the power | 0.000119 | W |
| Hold Buf Count CTS | 0 | - |
| Buffers inserted by post-CTS timing repair | 0 | - |
| Average wire per standard cell | 13.6 | um |
| Total of buffers placed on input and output ports | 82 | - |
| Global route total overflow | 0 | - |
| R2r startpoint | PC[2] | - |
| Post-synthesis cell count | 331 | - |
| Switching portion of total power | 0.290 | - |
| Clock tree from TritonCTS | built | - |
| Max-Cap Viols | 0 | - |
| Number of different library cells in the post-synthesis netlist | 53 | - |
| Gp weighted congestion | 0.852 | - |
| Logic pwr share | 0.260 | - |
| Count of flip-flops with a built-in enable after synthesis | 0 | - |
| Tightest Pin Transition | 885 | ps |
| Post-route clock skew | 4.99 | ps |
| DRC violation count after routing | 6 | - |
| Element type at the critical path end | output port | - |
| FFs w/ async S/R, synth | 1.00 | - |
| Mapped Area | 2690 | um^2 |
| Class of the tightest hold or removal check | flop to flop | - |
| Data required time of the worst path | 7120 | ps |
| Routed via count | 2,442 | - |
| Worst setup path category | flop to output port | - |
| Die Outline Area | 7050 | um^2 |
| Most used flip-flop cell after synthesis | sky130_fd_sc_hd__dfrtp_1 | - |
| Period minus WS final | 4680 | ps |
| Drt first pass iters | 46 | - |
| I/O pins | 100 | - |
| Antenna violations before repair | 0 | - |
| Total placed instance area | 3380 | um^2 |
| Start point of the critical path | PC[2] | - |
| FMAX | 213 | MHz |
| Count of standard-cell rows | 29 | - |
| Violations in the final reports | DRC | - |
| Setup TNS | 0 | ps |
| Final-report setup violation count | 0 | - |
| Flip-flop count of the largest register, all copies and words added | 32 | - |
| Area growth, synth to finish | 29.1 | % |
| Final Power | 0.000409 | W |
| Number of warning messages in the logs | 28 | - |
| Placeable core region | 6420 | um^2 |
| Placed wire-length estimate | 4600 | um |
| Top cells by area in the synthesized netlist | sky130_fd_sc_hd__dfrtp_1 30%, sky130_fd_sc_hd__xnor2_1 8.1%, sky130_fd_sc_hd__buf_4 7.8%, sky130_fd_sc_hd__xor2_1 5.2%, sky130_fd_sc_hd__nand2_1 4.7% | - |
| Comb. cell area | 1580 | um^2 |
| Global-route wire length before repair | 10,700 | um |
| Power Dens Cells | 118 | nW/um^2 |
| Clock share of power | 0.284 | - |
| Root Buffer Master | sky130_fd_sc_hd__clkbuf_8 | - |
| Proportion of synthesized chip area in sequential cells | 0.298 | - |
| Leakage power figure | 1.33 | nW |
| Slew headroom | 0.405 | - |
| Wirelength, routed | 6350 | um |
| RSZ-0062 raised after global routing | false | - |
| Chip Area, Yosys | 2690 | um^2 |
| TritonCTS Sinks | 32 | - |
| Start point of the worst hold path | PC[0] | - |
| H-tree level count | 2 | - |
| Synth cell count leaders | 34 x sky130_fd_sc_hd__nand2_1, 32 x sky130_fd_sc_hd__dfrtp_1, 28 x sky130_fd_sc_hd__buf_4, 28 x sky130_fd_sc_hd__nor2_1, 25 x sky130_fd_sc_hd__xnor2_1 | - |
| # resized after CTS | 0 | - |
| Ys Warns | 32,450 | - |
| Post-DRT Antenna Nets | 0 | - |
## power by group through the flow
stage / Combinational [W] / Clock, W / Sequential [W]
after CTS: 0.000108 / 0.000119 / 0.000186
after global routing: 0.000119 / 0.000127 / 0.000190
final: 0.000106 / 0.000116 / 0.000186
## path summary, 6_finish.rpt
path | to | slack (ps) | cells past startpoint
worst max register to register | PC[28] | 6510 | 5
worst min-delay path | PC[0] | 510 | 1
max in group asynchronous | PC[9] | 6710 | 3
worst min register to register | PC[0] | 510 | 1
worst max-delay path | PC_inc[28] | 4220 | 6
min in group asynchronous | PC[18] | 1890 | 3
## through the flow
step | instances | hold WS [ps]
2_1_floorplan | 347 | 482
3_3_place_gp | 459 | 497
3_5_place_dp | 459 | 500
4_1_cts | 467 | 519
5_1_grt | 467 | 532
6_report | 467 | 510
## metal layers
metal  vias up  track usage  wire length (um)
li1       1228            -                 -
met1      1125        0.293              2980
met2        76        0.290              2880
met3        13       0.0351               390
met4         0       0.0266                94
met5         -            0                 0
## cell usage in the layout (no fill, tap or decap), drive strengths merged, types with 3 or more instances in the layout
| cell | synthesis | final |
|---|---|---|
| clkbuf | 16 | 8 |
| inv | 11 | 11 |
| conb | 1 | 17 |
| nand3 | 11 | 11 |
| or4 | 9 | 9 |
| buf | 36 | 5 |
| nand4 | 12 | 12 |
| o21ai | 20 | 20 |
| nor3 | 9 | 9 |
| clkdlybuf4s50 | 0 | 82 |
| a31oi | 10 | 10 |
| nand3b | 3 | 3 |
| xnor2 | 25 | 25 |
| o31ai | 5 | 5 |
| xor2 | 16 | 16 |
| ha | 4 | 4 |
| nor2 | 28 | 28 |
| nor4 | 9 | 9 |
| nand2b | 3 | 3 |
| dfrtp | 32 | 32 |
| and4 | 3 | 3 |
| nand2 | 34 | 34 |
| or3 | 5 | 5 |
## cell type report
| class | instances | share of cell area |
|---|---|---|
| timing repair buffer | 87 | 0.247 |
| multi-input combinational | 252 | 0.456 |
| inverter | 11 | 0.0119 |
| sequential | 32 | 0.231 |
| clock buffer | 8 | 0.0260 |
| tap | 77 | 0.0278 |
## cell families after synthesis
group,after synthesis,share of synthesized area
compound gates,47,0.112
buf+inv,63,0.135
xor+xnor,41,0.134
flops,32,0.298
fa+ha+maj,4,0.0186
other cells,1,0.00139
mux,3,0.0121
simple gates,140,0.289
## critical path, cell delays in order, from the launching register on
cell	delay, ps
sky130_fd_sc_hd__dfrtp_1	480
sky130_fd_sc_hd__ha_1	310
sky130_fd_sc_hd__nand3_4	160
sky130_fd_sc_hd__or4_4	660
sky130_fd_sc_hd__nor4_1	350
sky130_fd_sc_hd__xor2_1	180
sky130_fd_sc_hd__clkdlybuf4s50_1	470
Power is estimated from default activity; no workload was simulated.
